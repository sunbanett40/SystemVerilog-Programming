[flow/config.mk]
export PLATFORM = sky130hd
export DESIGN_NAME = usr
export DESIGN_NICKNAME = usr
export VERILOG_FILES = /design/flow/design.v
export SDC_FILE = /design/flow/constraint.sdc
export NUM_CORES = 4
export LEC_CHECK = 1
export CORE_AREA = 10 10 70 70
export DIE_AREA = 0 0 80 80
[flow/constraint.sdc]
current_design usr

set clk_period 1.2
set clk_io_pct 0.2

create_clock -name clk0 -period $clk_period [get_ports {clk}]

set non_clock_inputs [all_inputs -no_clocks]
set_input_delay [expr $clk_period * $clk_io_pct] -clock clk0 $non_clock_inputs
set_output_delay [expr $clk_period * $clk_io_pct] -clock clk0 [all_outputs]
[flow/design.v]
module usr #(parameter N = 4)
            (output logic [N-1:0] q,
              input logic lin, rin, clk, n_reset,
              input logic [N-1:0] a,
              input logic [1:0] s);
always_ff @(posedge clk,
            negedge n_reset)
    if (!n_reset)
        q <= '0;
    else
        case (s)
            2'b11: q <= a;
            2'b01: q <= {q[N-2:0], lin};
            2'b10: q <= {rin, q[N-1:1]};
            default:;
        endcase
endmodule
[flow/run.sh]
#!/bin/bash
# OpenROAD 26Q1-2900-gdf79404cd8, Yosys 0.63+post, stock flow scripts
make -C /OpenROAD-flow-scripts/flow DESIGN_CONFIG=/design/flow/config.mk WORK_HOME=/design/flow/orfs finish
==> impl_summary.log <==
[metrics] run summary
INFO  metric yosys.area.top_type = dfrtp_1
INFO  metric floorplan.initialDensity = 0.07582
INFO  metric cp_cell_sequence = dlygate4sd2_1
INFO  metric setup_viol_count_final = 0
INFO  metric grt_start_max_net_pins = 9
INFO  metric top_register = q
INFO  metric cap_violations = 0
INFO  metric die_y = 80 microns
INFO  metric fmaxAchievable = 918.7 MHz
INFO  metric timing.final.hold_violations = 0
INFO  metric global_route_wire_length_before_repair = 1483 microns
INFO  metric period_minus_slack = 1.089 ns
INFO  metric drt-initial-drc-count = 16
INFO  metric reg_top3 = q: 4 flops
INFO  metric ctsLongestPathBuffers = 2
INFO  metric num_vias = 288
INFO  metric gp_congestion = 0.8332
INFO  metric cts_hold_buf = 0
INFO  metric n_fill_cell = 391
INFO  metric worst-endpoint-arrival = 0.85 ns
INFO  metric warnings = 27
INFO  metric crit_slowest_cell = dfrtp_1
INFO  metric yosys-stat-area = 259.0 sq um
INFO  metric clk_latency = 0.23 ns
INFO  metric cts.clk_slew.worst_paths = 0.04 ns
INFO  metric hold_path_class = input port to asynchronous set/reset pin
INFO  metric syn_inst = 26
INFO  metric max_slew_margin = 0.8484
INFO  metric top_cell_area_share = 0.3865
INFO  metric final_layout_size_suffix_gt1_frac = 0.3750
INFO  metric die_w = 80 microns
INFO  metric grt.overflow.total = 0
INFO  metric num_io_pins = 14
INFO  metric critical_path.endpoint_type = output pin
INFO  metric critical_path_class = flip-flop to output pin
INFO  metric syn_avg_cell_area = 9.961 sq um
INFO  metric synth_top_cell_by_count = nor3_1
INFO  metric leakagePower = 0.0002225 uW
INFO  metric core.rowCount = 21
INFO  metric top_cells_by_area = dfrtp_1 (39%), nor3_1 (15%), ha_1 (14%)
INFO  metric grt_pass1_vias = 319
INFO  metric power_density = 967.3 nW/um^2
INFO  metric wirelength = 804 microns
INFO  metric number_of_buffers_inserted_during_clock_tree_synthesis = 3
INFO  metric start_kind = flip-flop
INFO  metric synthToLayoutAreaGrowth = 111.1%
INFO  metric min_period_over_period = 0.9071
INFO  metric drt-pass1-iter-count = 3
INFO  metric final-comb-area = 191.4 sq um
INFO  metric max-vdd-ir-drop = 0.2940 mV
INFO  metric num_clock_sinks = 4
INFO  metric synth.ff_latch_count = 4
INFO  metric path_buffers = 1
INFO  metric clk_root_buffer_cell = clkbuf_4
INFO  metric ys_async_sr_fraction = 1.000
INFO  metric drc_errors = 0
INFO  metric postRouteAntennaNets = 0
INFO  metric netlist_top_cells_count = nor3_1 (8), a221oi_1 (4), dfrtp_1 (4), nor2b_1 (4), ha_1 (3)
INFO  metric synth.cell_area = 259.0 sq um
INFO  metric largest_register_ffs = 4
INFO  metric grt_antenna_before_repair = 0
INFO  metric path_max_fanout = 2
INFO  metric synth_sequential_area_ratio = 0.3865
INFO  metric groute.usage.overall = 0.02807
INFO  metric regArea = 100.1 sq um
INFO  metric drv_slew = 0
INFO  metric portBuffers = 13
INFO  metric drt-vias-per-instance = 3.064
INFO  metric htree_num_levels = 1
INFO  metric synthFlopType = dfrtp_1
INFO  metric run_status = complete, no violations
INFO  metric tightestPinTransition = 0.2274 ns
INFO  metric avgRoutedWirePerCell = 8.553 microns
INFO  metric core = 3416 sq um
INFO  metric postLayoutCoreUtil = 0.1601
INFO  metric route.antenna.diode_count = 0
INFO  metric design.die.area = 6400 sq um
INFO  metric worstPathRequired = 0.96 ns
INFO  metric crit_family = flip-flops
INFO  metric post_synth_cell_types = 7
INFO  metric largest_stage_delay_on_the_critical_path = 0.37 ns
INFO  metric fin_worst_hold_slack = 0.2116 ns
INFO  metric fin_skew = 0.002763 ns
INFO  metric hpwl = 653.4 microns
INFO  metric synth-warning-count = 1
INFO  metric tritoncts = done
INFO  metric setup_repair_after_global_routing_missed_its_margin = no
INFO  metric count_of_instantiated_cells_in_the_yosys_netlist = 26
INFO  metric synth-edff-count = 0
[metrics by stage]
step                setup TNS (ns)  setup WS, ns  instances  power, uW  cell area, sq um
floorplan                        0       0.08076         26      228.1             259.0
global placement            -2.001       -0.5185         88      336.2             469.2
detailed placement          -2.064       -0.5238         88      335.9             469.2
CTS                              0       0.09519         94      538.2             546.8
global route                     0       0.06156         94      575.5             546.8
finish                           0        0.1115         94      528.9             546.8
[cell families after synthesis]
kind of cell	Yosys count	synth area share
simple gates	13	0.3043
fa+ha+maj	3	0.1449
flops	4	0.3865
buf+inv	2	0.02900
compound gates	4	0.1353
[layer usage]
metal / up-vias / wire, microns / part of all wire / global-route usage
met5: - / 0 / 0 / 0
li1: 144 / - / - / -
met4: 0 / 19 / 0.024 / 0.01056
met2: 3 / 445 / 0.55 / 0.04735
met1: 139 / 334 / 0.42 / 0.03474
met3: 2 / 4 / 0.0050 / 0.004545
[power by group]
| group | total [uW] | leakage [uW] | internal, uW | switching [uW] |
|---|---|---|---|---|
| sequential | 169 | 0.0000465 | 158 | 10.7 |
| combinational | 195 | 0.000162 | 118 | 77.2 |
| clock | 166 | 0.0000138 | 112 | 53.7 |
[worst paths after layout]
| path | slack (ns) | cells past startpoint | end | startpoint |
|---|---|---|---|---|
| max | 0.11 | 1 | q[2] | q[2] |
| max reg2reg | 0.22 | 3 | q[3] | q[2] |
| min | 0.21 | 1 | q[2] | n_reset |
| min in group clk0 | 0.67 | 3 | q[2] | q[3] |
| min reg2reg | 0.67 | 3 | q[2] | q[3] |
| max in group asynchronous | 0.82 | 1 | q[1] | n_reset |
[cells in the final DEF (no fill, tap or decap), drive strengths merged]
master | netlist | final
dlygate4sd2 | 0 | 6
nor3 | 8 | 8
dfrtp | 4 | 4
clkdlybuf4s50 | 0 | 7
clkbuf | 0 | 3
nor2b | 4 | 4
inv | 2 | 2
nand2b | 1 | 1
buf | 0 | 6
ha | 3 | 3
a221oi | 4 | 4
[cell type report]
class / count / area share
flip-flops and latches: 4 / 0.1831
multi-input cells: 20 / 0.3501
well taps: 46 / 0.1053
repair buffers: 19 / 0.3066
clock buffers: 3 / 0.04119
inverters: 2 / 0.01373
[repair_timing]
| action | in CTS | in global routing |
|---|---|---|
| buffers inserted | 3 | 0 |
| resized | 15 | 0 |
| endpoints found under the setup margin | 8 | 0 |
Power and IR drop assume default switching activity.
