`design/flow/design.v`:
```
module counter #(parameter N = 8)
                (output logic [N-1:0] q,
                  input logic clk, n_reset);
always_ff @(posedge clk,
            negedge n_reset)
    if (!n_reset)
        q <= 0;
    else
        q <= q + 1;
endmodule
```
`design/flow/run.sh`:
```
#!/bin/bash
# OpenROAD 26Q1-2900-gdf79404cd8, Yosys 0.63+post, stock flow scripts
make -C /OpenROAD-flow-scripts/flow DESIGN_CONFIG=/design/flow/config.mk WORK_HOME=/design/flow/orfs finish
```
`design/flow/config.mk`:
```
export PLATFORM = sky130hd
export DESIGN_NAME = counter
export DESIGN_NICKNAME = counter
export VERILOG_FILES = /design/flow/design.v
export SDC_FILE = /design/flow/constraint.sdc
export NUM_CORES = 4
export LEC_CHECK = 1
export CORE_AREA = 10 10 70 70
export DIE_AREA = 0 0 80 80
```
`design/flow/constraint.sdc`:
```
current_design counter

set clk_period 1.6
set clk_io_pct 0.2

create_clock -name clk0 -period $clk_period [get_ports {clk}]

set non_clock_inputs [all_inputs -no_clocks]
set_input_delay [expr $clk_period * $clk_io_pct] -clock clk0 $non_clock_inputs
set_output_delay [expr $clk_period * $clk_io_pct] -clock clk0 [all_outputs]
```
==> changes_impl.md <==
## Flow update

* Status: finished clean
* Placed cell areas at about 460 um^2
* Site Rows at 21
* CTS clk-pin slew, worst paths at 0.05 ns
* Ys Warns at 1
* Worst Max-Slew Pin Slew at roughly 0.38 ns
* Top cell excl fill/tap: clkdlybuf4s50_1
* Hold Crit Class: input pin to asynchronous set/reset pin
* Slowest stage delay, CP at 0.52 ns
* DP Worst Slack at 0.356 ns
* CP max FO at 5
* WL final at 731 um
* Global-route wire length before repair at 1.22 mm
* Worst VDD drop at 0.000344 V
* Vias per inst at 2.55
* Largest Register: q
* Tool warning count at 25
* CP Data Required Time at 1.28 ns
* Fin area at 487 um^2
* Fin util at 14.2%
* Height of the die at 80 um
* Layout cells sized above 1 at 13.9%
* Netlist cell types at 11
* Via count at about 210
* Cts repair resizes at 0
* Cell area after synthesis at 317 um^2
* CTS buffer count at 3
* Leak pwr at slightly below 0.2 nW
* Core area at 0.00342 mm^2
* Ports at 10
* Critical path buffers and inverters at 1
* Area grow syn2layout at 53.8%
* Top Registers: q x8
* Mapped Cells at 24
* TritonCTS clock tree: built
* DRC violations left at 0
* Area occupied by multi-input gates at 113 um^2
* FP Util at under 10%
* Max FFs per register at 8
* Crit path launch type: register
* Post-CTS Hold Buffers at 0
* Fin crit period at 1.53 ns
* Depth of the CTS H-tree at 1
* Layout filler cell count at 392
* Worst path cell trace: clkdlybuf4s50_1
* Fin. Hold Viols at 0
* Mapped Avg Cell Area at 13.2 um^2
* Relative slew slack at 74.6%
* Diodes inserted at 0
* Setup WS post-layout at 0.0717 ns
* Power Dens Cells at ~740 mW/mm^2
* Clk buf depth at 2
* Initial DRC Count at 7
* Crit path DAT at around 1.2 ns
* Drt pass-1 iters at 2
* Setup Skew at 0.00148 ns
* Largest net degree at the start of global routing at 9
* Clock root cell: clkbuf_4
* Flops after synth at 8
* Antenna violations before repair at 0
* GRT overflow at 0
* CP Capture Type: output pin
* Setup violations, final at 0
* Slew Limit Fails at 0
* Seq/Total Area, Yosys at 63.2%
* Port Buf Inserts at 9
* Setup repair bufs after CTS at 0
* Register area at approximately 200 um^2
* Antenna Nets Post-Route at 0
* GP Congestion at 0.681
* CP Class: register to output pin
* Max-cap violations at 0
* Routed WL per cell at 8.91 um
* Chip Width at 80 um
* Clk latency late pin at between 0.2 and 0.3 ns
* Hpwl dp at 587 um
* Yosys Instances at 24
* Yosys synthesis chip area at 317 um^2
* Total track usage at 2.59%
* Top Layout Cells: clkdlybuf4s50_1, dfrtp_1, xor2_1, xnor2_1, clkbuf_4
* Fin Hold WS at ~0.35 ns
* F_max at 654 MHz
* Num Clock Sinks at 8
* Post-layout period usage at 95.5%
* CP top delay family: buffers and inverters
* RSZ-0062 raised after global routing: no
* Setup TNS at 0 ns
* Vias in the first global route at 246
* Die area at roughly 0.0064 mm^2
* Worst path slowest cell: clkdlybuf4s50_1
==> power breakdown <==
group	switching (mW)	internal, mW	leakage, nW
sequential	0	0.203	0.102
combinational	0.00395	0.00216	0.0809
clock	0.0664	0.0857	0.0138
==> path summary, 6_finish.rpt <==
check                               start        endpoint  slack, ns  cells past startpoint
max reg2reg                q[2]$_DFF_PN0_  q[7]$_DFF_PN0_       0.59                      3
min in group clk0          q[7]$_DFF_PN0_  q[7]$_DFF_PN0_       0.46                      1
min reg2reg                q[7]$_DFF_PN0_  q[7]$_DFF_PN0_       0.46                      1
max                        q[3]$_DFF_PN0_            q[3]       0.07                      1
max in group asynchronous         n_reset  q[6]$_DFF_PN0_       0.98                      1
min                               n_reset  q[3]$_DFF_PN0_       0.35                      1
==> kinds of logic after synthesis <==
family,Yosys count,synth area share (%)
buffers and inverters,1,1.18
adders and majority gates,1,3.95
and+or+nand+nor,8,15.0
DFF,8,63.2
xor gates and xnor gates,6,16.6
==> metal layers <==
layer | wire (um) | global-route usage (%) | up-vias | part of all wire [%]
met5 | 0 | 0 | - | 0
met4 | 0 | 0.176 | 0 | 0
met3 | 98 | 2.50 | 0 | 13
met2 | 194 | 2.57 | 11 | 27
met1 | 438 | 3.78 | 97 | 60
li1 | - | - | 101 | -
==> per-stage QoR <==
| stage | instances | power [mW] |
|---|---|---|
| after floorplan | 24 | 0.206 |
| after global placement | 79 | 0.212 |
| after detailed placement | 79 | 0.212 |
| after CTS | 82 | 0.369 |
| after global routing | 82 | 0.385 |
| final | 82 | 0.361 |
==> cells in the mapped netlist <==
cell | instances | share of area [%]
xnor2_1 | 3 | 8.3
ha_1 | 1 | 4.0
nor2_1 | 1 | 1.2
and3_1 | 1 | 2.0
nand2_1 | 2 | 2.4
xor2_1 | 3 | 8.3
nand3_2 | 1 | 3.2
nor3_2 | 1 | 3.2
dfrtp_1 | 8 | 63
inv_1 | 1 | 1.2
nand3_1 | 2 | 3.2
==> area by class of cell <==
class | count | area share, %
Clock buffer | 3 | 4.63
Tap cell | 46 | 11.8
Inverter | 1 | 0.771
Multi-Input combinational cell | 15 | 23.1
Timing Repair Buffer | 9 | 18.5
Sequential cell | 8 | 41.1
Power is estimated from default activity; no workload was simulated.
