==> design/flow/config.mk <==
export PLATFORM = sky130hd
export DESIGN_NAME = dffne
export DESIGN_NICKNAME = dffne
export VERILOG_FILES = /design/flow/design.v
export SDC_FILE = /design/flow/constraint.sdc
export NUM_CORES = 4
export LEC_CHECK = 1
export CORE_AREA = 10 10 70 70
export DIE_AREA = 0 0 80 80
==> design/flow/constraint.sdc <==
current_design dffne

set clk_period 1.5
set clk_io_pct 0.2

create_clock -name clk0 -period $clk_period [get_ports {clk}]

set non_clock_inputs [all_inputs -no_clocks]
set_input_delay [expr $clk_period * $clk_io_pct] -clock clk0 $non_clock_inputs
set_output_delay [expr $clk_period * $clk_io_pct] -clock clk0 [all_outputs]
==> design/flow/run.sh <==
#!/bin/bash
# OpenROAD 26Q1-2900-gdf79404cd8, Yosys 0.63+post, stock flow scripts
make -C /OpenROAD-flow-scripts/flow DESIGN_CONFIG=/design/flow/config.mk WORK_HOME=/design/flow/orfs finish
==> design/flow/design.v <==
module dffne #(parameter N = 8)
            (output logic [N-1:0] q,
              input logic [N-1:0] d,
              input clk, enable, n_reset);
always_ff @(posedge clk,
            negedge n_reset)
    if (!n_reset)
        q <= '0;
    else if (enable)
        q <= d;
endmodule
==> impl_metrics.yaml <==
# implementation run metrics
worst_setup_path:
  worst-r2r-setup-slack_ps: 730
  cpMaxStageDelayCell: "sky130_fd_sc_hd__clkdlybuf4s50_1"
  path_delay_family: "buffers and inverters"
  ff2ff_path_depth: 1
  startpoint: "q[4]"
  critical_path_buf_inv_count: 1
  setup.worst_path.class: "reg2out"
  cp.depth: 1
  cp.arrival_ps: 1080
  rr_startpoint: "q[3]"
  cp_data_required_time_ps: 1200
  timing.critical_path.from_type: "flop"
  worst-path-max-fanout: 2
  regToRegEndpoint: "q[3]"
  cell_by_cell_listing_of_the_critical_path: "clkdlybuf4s50_1"
  critical_path.max_stage_delay_ps: 480
  end_kind: "output port"
grt:
  grt_first_pass_wirelength_um: 1430
  total_global_routing_track_utilization: 0.0307
  groute.layer.met1.usage: 0.0418
  maximum_number_of_pins_on_one_net_before_global_route_repair: 9
  grt_busiest_layer: "met1"
  global_route.overflow_total: 0
  grt_use_met3: 0.0250
  first_global_vias: 242
  groute.layer.met2.usage: 0.0377
  antenna_found_initial: 0
clock_tree:
  cts_inserted_buffers: 3
  tritoncts_clock_tree: "built"
  cts.hold.buffers_added: 0
  path_clk_slew_ps: 50
  cts.root.buffer_cell: "sky130_fd_sc_hd__clkbuf_4"
  cts_htree_levels: 1
  clkSinkCount: 8
  cts_setup_buffers: 0
  latest_clock_arrival_within_the_worst_skew_pair_ps: 250
  cts_buffer_depth: 2
  cts_repair_resize_count: 0
final_layout:
  largest_registers: "q: 8 flops"
  max_flop_register: "q"
  share_of_cells_above_drive_strength_1: 0.333
  area_growth_pct: 83.4
  final_layout_top_logic_cells: "sky130_fd_sc_hd__clkdlybuf4s50_1, sky130_fd_sc_hd__mux2_4, sky130_fd_sc_hd__dfrtp_1"
  largest_register_ff_count: 8
  layout_top_cell_excl_fill_tap: "sky130_fd_sc_hd__clkdlybuf4s50_1"
  finish.utilization: 0.178
min_path:
  timing.hold.worst.class: "in2async"
drt:
  route.detailed.drc: 0
  route.final.wire_length_um: 910
  drt_first_iter_violations: 9
  iteration_tally_of_the_first_detailed_router_pass: 2
  routed_wire_length_per_instance_um: 10.7
  detail-route-antenna-nets: 0
  via_count_normalized_by_instance_count: 2.58
  route.vias.total: 219
  num_antenna_cells: 0
placed_design:
  portBuffers: 18
  gp_weighted_congestion: 0.746
die:
  fp-row-count: 21
  die_area_um2: 6400
  core_area_um2: 3420
  floorplan.core_util: 0.0971
  die_h_um: 80
  ios: 19
  die_width_um: 80
outcome:
  status: "finished clean"
pwr:
  power-per-cell-area_nw_per_um2: 872
  power.ir.vdd_worst_uv: 250
  total_leakage_power_nw: 0.258
timing:
  finalWorstPathRequiredPeriod_ps: 1380
  setup_viol: 0
  maxClockFrequency_mhz: 723
  maxSlewHeadroom: 0.751
  min_period_over_period: 0.922
  final-hold-violation-count: 0
  setup_total_negative_slack_ps: 0
  grt_setup_unrepaired: "no"
  slew_violations: 0
  worst_slew_pin_slew_ps: 373
  final.setup_skew_ps: 0
job:
  max_cap_violations: 0
  stage_log_warnings: 28
logic_synthesis:
  count_of_cell_types_in_the_netlist: 3
  synthesis.yosys.warnings: 1
  synth_flops: 8
  ys_chip_area_um2: 332
  synth_cells: 17
  ys_cells: 17
  seq_area_frac_synth: 0.604
  area_of_the_mapped_netlist_um2: 332
  syn_area_per_cell_um2: 19.5
through the flow:
stage | instances | cell area (µm²) | setup slack (ps) | total power, mW | hold slack (ps)
3_3_place_gp | 82 | 586 | 115 | 0.375 | 504
4_1_cts | 85 | 608 | 90.2 | 0.541 | 334
6_report | 85 | 608 | 118 | 0.530 | 330
3_5_place_dp | 82 | 586 | 104 | 0.376 | 491
2_1_floorplan | 17 | 332 | 658 | 0.288 | 4.41
5_1_grt | 85 | 608 | 58.8 | 0.566 | 346
synthesized netlist by cell type (all sizes together):
master | n | area (µm²)
dfrtp | 8 | 200
mux2 | 8 | 120
buf | 1 | 11.3
worst max path at each step:
stage	to	slack (ps)
finish	q[4]	120
CTS	q[2]	90
global route	q[2]	60
cell families (layout without fill, tap and decap cells):
| logic type | after synthesis | after routing | share of synthesized area |
|---|---|---|---|
| flops | 8 | 8 | 0.604 |
| buf+inv | 1 | 23 | 0.0340 |
| mux | 8 | 8 | 0.362 |
layout make-up:
cell class	instances	area (µm²)
sequential	8	200
timing repair buffer	20	208
clock buffer	3	22.5
fill	384	2810
tap	46	57.6
multi-input combinational	8	120
per-layer routing:
metal  wire (µm)  share of wire
met3         129           0.14
met5           0              0
met4           0              0
met2         336           0.37
met1         444           0.49
report_power, final:
group | leakage, nW | internal (mW) | switching (mW)
combinational | 0.150 | 0.0955 | 0.0235
sequential | 0.0935 | 0.238 | 0.0128
clock | 0.0138 | 0.0913 | 0.0694
Power is estimated from default activity; no workload was simulated.
